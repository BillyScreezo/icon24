==> design.v <==
interface axi_lite_if #(
    parameter ADDR_WIDTH = 32,
    parameter DATA_WIDTH = 32,
    parameter RESP_WIDTH = 1
);
localparam STRB_WIDTH = (DATA_WIDTH + 7) / 8;
logic [ ADDR_WIDTH-1:0 ]  ar_addr;
logic [            3:0 ]  ar_qos;
logic                     ar_valid;
logic                     ar_ready;
logic [ DATA_WIDTH-1:0 ]  r_data;
logic [ RESP_WIDTH-1:0 ]  r_resp;
logic                     r_valid;
logic                     r_ready;
logic [ ADDR_WIDTH-1:0 ]  aw_addr;
logic [            3:0 ]  aw_qos;
logic                     aw_valid;
logic                     aw_ready;
logic [ DATA_WIDTH-1:0 ]  w_data;
logic [ STRB_WIDTH-1:0 ]  w_strb;
logic                     w_valid;
logic                     w_ready;
logic [ RESP_WIDTH-1:0 ]  b_resp;
logic                     b_valid;
logic                     b_ready;
modport sp (
    input ar_addr, ar_valid, ar_qos,   output ar_ready,
    input r_ready,                     output r_data, r_resp, r_valid,
    input aw_addr, aw_valid, aw_qos,   output aw_ready,
    input w_data, w_strb, w_valid,     output w_ready,
    input b_ready,                     output b_resp, b_valid
);
modport mp (
    output ar_addr, ar_valid, ar_qos,  input ar_ready,
    output r_ready,                    input r_data, r_resp, r_valid,
    output aw_addr, aw_valid, aw_qos,  input aw_ready,
    output w_data, w_strb, w_valid,    input w_ready,
    output b_ready,                    input b_resp, b_valid
);
modport sp_read (
    input ar_addr, ar_valid, ar_qos,   output ar_ready,
    input r_ready,                     output r_data, r_resp, r_valid
);
modport sp_write (
    input aw_addr, aw_valid, aw_qos,   output aw_ready,
    input w_data, w_strb, w_valid,     output w_ready,
    input b_ready,                     output b_resp, b_valid
);
modport mp_read (
    output ar_addr, ar_valid, ar_qos,  input ar_ready,
    output r_ready,                    input r_data, r_resp, r_valid
);
modport mp_write (
    output aw_addr, aw_valid, aw_qos,  input aw_ready,
    output w_data, w_strb, w_valid,    input w_ready,
    output b_ready,                    input b_resp, b_valid
);
endinterface
interface axi_lite_if_20bit_addr #(
    parameter ADDR_WIDTH = 32,
    parameter DATA_WIDTH = 32,
    parameter RESP_WIDTH = 1
);
localparam STRB_WIDTH = (DATA_WIDTH + 7) / 8;
logic [ ADDR_WIDTH-13:0 ]  ar_addr;
logic [             3:0 ]  ar_qos;
logic                      ar_valid;
logic                      ar_ready;
logic [ DATA_WIDTH-1:0 ]   r_data;
logic [ RESP_WIDTH-1:0 ]   r_resp;
logic                      r_valid;
logic                      r_ready;
logic [ ADDR_WIDTH-13:0 ]  aw_addr;
logic [             3:0 ]  aw_qos;
logic                      aw_valid;
logic                      aw_ready;
logic [ DATA_WIDTH-1:0 ]   w_data;
logic [ STRB_WIDTH-1:0 ]   w_strb;
logic                      w_valid;
logic                      w_ready;
logic [ RESP_WIDTH-1:0 ]   b_resp;
logic                      b_valid;
logic                      b_ready;
modport sp (
    input ar_addr, ar_valid, ar_qos,   output ar_ready,
    input r_ready,                     output r_data, r_resp, r_valid,
    input aw_addr, aw_valid, aw_qos,   output aw_ready,
    input w_data, w_strb, w_valid,     output w_ready,
    input b_ready,                     output b_resp, b_valid
);
modport mp (
    output ar_addr, ar_valid, ar_qos,  input ar_ready,
    output r_ready,                    input r_data, r_resp, r_valid,
    output aw_addr, aw_valid, aw_qos,  input aw_ready,
    output w_data, w_strb, w_valid,    input w_ready,
    output b_ready,                    input b_resp, b_valid
);
modport sp_read (
    input ar_addr, ar_valid, ar_qos,   output ar_ready,
    input r_ready,                     output r_data, r_resp, r_valid
);
modport sp_write (
    input aw_addr, aw_valid, aw_qos,   output aw_ready,
    input w_data, w_strb, w_valid,     output w_ready,
    input b_ready,                     output b_resp, b_valid
);
modport mp_read (
    output ar_addr, ar_valid, ar_qos,  input ar_ready,
    output r_ready,                    input r_data, r_resp, r_valid
);
modport mp_write (
    output aw_addr, aw_valid, aw_qos,  input aw_ready,
    output w_data, w_strb, w_valid,    input w_ready,
    output b_ready,                    input b_resp, b_valid
);
endinterface
module liteic_priority_cd_s #(
    parameter IN_WIDTH = 32,
    parameter OUT_WIDTH = $clog2(IN_WIDTH)
)(
    input  logic [IN_WIDTH-1:0]  in,
    output logic [IN_WIDTH-1:0]  onehot,
    output logic [OUT_WIDTH-1:0] out
);
    logic [IN_WIDTH-1:0] reversed;
    logic [IN_WIDTH-1:0] procesed;
    logic [IN_WIDTH-1:0] mask [OUT_WIDTH-1:0];
    always_comb begin
    case(1'b1)
    in[19]: onehot = (32'b1 << 19);
    in[18]: onehot = (32'b1 << 18);
    in[17]: onehot = (32'b1 << 17);
    in[16]: onehot = (32'b1 << 16);
    in[15]: onehot = (32'b1 << 15);
    in[14]: onehot = (32'b1 << 14);
    in[13]: onehot = (32'b1 << 13);
    in[12]: onehot = (32'b1 << 12);
    in[11]: onehot = (32'b1 << 11);
    in[10]: onehot = (32'b1 << 10);
    in[9]: onehot = (32'b1 << 9);
    in[8]: onehot = (32'b1 << 8);
    in[7]: onehot = (32'b1 << 7);
    in[6]: onehot = (32'b1 << 6);
    in[5]: onehot = (32'b1 << 5);
    in[4]: onehot = (32'b1 << 4);
    in[3]: onehot = (32'b1 << 3);
    in[2]: onehot = (32'b1 << 2);
    in[1]: onehot = (32'b1 << 1);
    in[0]: onehot = (32'b1 << 0);
    default: onehot = '0;
    endcase
    end
    for (genvar j = 0; j < OUT_WIDTH; j = j + 1) begin : binary_out_gen
        for (genvar i = 0; i < IN_WIDTH; i = i + 1) 
            assign mask[j][i] = (i >> j) & 1;
        assign out[j] = |(onehot & mask[j]);
    end
endmodule
module liteic_priority_cd_m #(
    parameter IN_WIDTH = 32,
    parameter OUT_WIDTH = $clog2(IN_WIDTH)
)(
    input  logic [IN_WIDTH-1:0]  in,
    output logic [IN_WIDTH-1:0]  onehot,
    output logic [OUT_WIDTH-1:0] out
);
    logic [IN_WIDTH-1:0] mask [OUT_WIDTH-1:0];
    assign onehot = in;
    for (genvar j = 0; j < OUT_WIDTH; j = j + 1) begin : binary_out_gen
        for (genvar i = 0; i < IN_WIDTH; i = i + 1) 
            assign mask[j][i] = (i >> j) & 1;
        assign out[j] = |(onehot & mask[j]);
    end
endmodule
==> run.sh <==
#!/bin/bash
# OpenROAD 26Q1-2900-gdf79404cd8, Yosys 0.63+post, stock flow scripts
make -C /OpenROAD-flow-scripts/flow DESIGN_CONFIG=/design/flow/config.mk WORK_HOME=/design/flow/orfs finish
==> config.mk <==
export PLATFORM = sky130hd
export DESIGN_NAME = liteic_priority_cd_s
export DESIGN_NICKNAME = liteic_priority_cd_s
export VERILOG_FILES = /design/flow/design.v
export SDC_FILE = /design/flow/constraint.sdc
export NUM_CORES = 4
export LEC_CHECK = 1
export CORE_AREA = 10 10 72 72
export DIE_AREA = 0 0 82 82
==> constraint.sdc <==
current_design liteic_priority_cd_s

set clk_period 4.1
set clk_io_pct 0.2

create_clock -name clk0 -period $clk_period

set non_clock_inputs [all_inputs -no_clocks]
set_input_delay [expr $clk_period * $clk_io_pct] -clock clk0 $non_clock_inputs
set_output_delay [expr $clk_period * $clk_io_pct] -clock clk0 [all_outputs]
==> out/qor.txt <==
distinct cell type count of the synthesized netlist - 35
count of instantiated cells in the yosys netlist - 79
Final Critical Period - 4.060 ns
slowest CP cell - sky130_fd_sc_hd__or4_4
longest individual stage delay on the worst path - 0.55 ns
drt first pass iters - 4
startpoint types - input pin
crit-path cells - clkdlybuf4s50_1 -> or4_4 -> or3_4 -> or4_1 -> nand3b_1 -> clkdlybuf4s50_1
most instantiated logic cell after routing - sky130_fd_sc_hd__clkdlybuf4s50_1
pwr dens - 54.92 nW/um^2
initial antenna violation count - 0
upper clock frequency limit - 246.3 MHz
standard-cell rows - 22
Post-Syn Area per Cell - 6.573 um^2
part of the total power dissipated in the clock network - 0%
result of the run - finished, final reports clean
origin of the worst setup path - in[12]
layer with the highest usage - met2
worst min path class - input pin to output pin
number of flip-flops and latches - 0
leakage power summed over all cells - 0.0004612 uW
worst setup path class - input pin to output pin
largest net degree at the start of global routing - 9
tally of nets with antenna violations remaining after routing - 0
core footprint - 3689 um^2
crit share post-route - 99.03%
met2 layer usage reported by global route - 12.46%
buffers added on ports - 45
Non-Filler Cell Area, Final - 1094 um^2
Crit path top cell by count - sky130_fd_sc_hd__clkdlybuf4s50_1
endpoints failing hold - 0
HPWL after DPL - 2194 um
Final Routed Wirelength - 2403 um
grt met3 use - 2.093%
Max-cap violations - 0
dominant logic cell types in the final layout - sky130_fd_sc_hd__clkdlybuf4s50_1 (43), sky130_fd_sc_hd__buf_4 (14), sky130_fd_sc_hd__nor2_1 (13), sky130_fd_sc_hd__conb_1 (12), sky130_fd_sc_hd__and3_1 (5)
Final setup viols - 0
met1 Track Usage GR - 7.876%
grt total ovfl - 0
Post-synth area hogs - sky130_fd_sc_hd__buf_4 (19%), sky130_fd_sc_hd__nor2_1 (9.4%), sky130_fd_sc_hd__and3_1 (6.0%)
die outline area - 6724 um^2
fraction of layout instances using a drive strength above 1 - 16.30%
tally of non-filler cells in the final layout - 183
critical path fanouts, max - 2
Switch Pwr - 22.95 uW
share of the synthesized area in the top cell type - 18.80%
count of synthesis-stage warnings from yosys - 2
count of unresolved DRC violations after routing - 0
Switching Fraction - 38.21%
relative contribution of sequential cells to total power - 0%
layout clock buffer count - 0
detailed-route via count - 733
Area Growth Syn to Fin - 110.6%
sequential cell area fraction in the yosys report - 0%
number of warnings in the stage logs - 44
final-report max-slew violation count - 0
core occupancy in the finished layout - 29.65%
capturing element of the worst setup path - out[1]
Iteration-0 DRC Markers - 10
Total GRT Usage - 6.740%
core utilization before placement - 14.08%
die x size - 82 um
footprint of the flip-flops and latches - 0 um^2
combined area of all synthesized cells - 519.2 um^2
synthesis area per yosys - 519.2 um^2
wire length of the first global-routing pass - 3726 um
Combinational Power Share - 100.0%
Arrival @ worst endpoint - 3.24 ns
count of antenna diodes in the layout - 0
vias in the first global route - 795
post-detailed-route wirelength per cell - 13.13 um
number of instances in the placed design - 183
area after detailed placement - 1075 um^2
maximum vdd drop - 0.00002100 V
number of top-level pins - 69
crit path DRT - 3.28 ns
internal power - 37.11 uW
RD Place Congestion - 0.8625
cell type with the largest total area - sky130_fd_sc_hd__buf_4
type of element capturing the critical path - output pin
floorplan die height - 82 um
fillers - 417
vias per cell - 4.005
Post-Syn Instances - 79
[power groups by stage]
stage / Sequential (uW) / Combinational (uW) / Clock (uW)
global route: 0 / 66.6 / 0
finish: 0 / 60.1 / 0
CTS: 0 / 60.8 / 0
[routing by layer]
layer  vias to the layer above  routed length (um)
met1                       325                 956
met3                         0                 221
met5                         -                   0
met4                         0                   0
li1                        382                   -
met2                        26                1225
[final cells by class]
class	instances	area (um^2)	share of cell area (%)
inverters	3	11.26	1.030
well taps	48	60.06	5.492
repair buffers	59	560.5	51.26
multi-input cells	73	461.7	42.22
[kinds of logic (layout without fill, tap and decap cells)]
logic type | Yosys count | count (layout) | synth area share [%]
simple gates | 50 | 50 | 60.72
buf+inv | 17 | 62 | 21.69
other cells | 1 | 12 | 0.7222
compound gates | 11 | 11 | 16.87
[how the worst min path moves through the flow]
stage          start         end  slack, ns  cells past startpoint
CTS            in[0]   onehot[0]       2.58                      3
global route  in[19]  onehot[19]       2.39                      3
finish        in[16]  onehot[16]       2.36                      3
[worst max-delay path: cells and delay by family]
family                 cells  cell delay, ns
buffers and inverters      2            0.90
and+or+nand+nor            4            1.52
[per-stage QoR]
step	hold slack, ns	power (uW)	setup WS, ns	setup TNS [ns]
after floorplan	1.650	21.07	0.9934	0
after global placement	2.578	60.44	0.01888	0
after detailed placement	2.581	60.48	0.01543	0
after CTS	2.585	60.81	0.01378	0
after global routing	2.387	66.63	-0.01973	-0.01973
final	2.360	60.06	0.03981	0
[Yosys cell counts (2+ instances only)]
| cell | instances |
|---|---|
| sky130_fd_sc_hd__or3_1 | 2 |
| sky130_fd_sc_hd__or4b_2 | 2 |
| sky130_fd_sc_hd__or4_1 | 2 |
| sky130_fd_sc_hd__nand2_1 | 4 |
| sky130_fd_sc_hd__nor2_1 | 13 |
| sky130_fd_sc_hd__and2_1 | 2 |
| sky130_fd_sc_hd__and3b_1 | 2 |
| sky130_fd_sc_hd__a21oi_1 | 3 |
| sky130_fd_sc_hd__buf_4 | 13 |
| sky130_fd_sc_hd__nand2b_1 | 2 |
| sky130_fd_sc_hd__inv_1 | 2 |
| sky130_fd_sc_hd__nor3_1 | 3 |
| sky130_fd_sc_hd__nor4b_1 | 2 |
| sky130_fd_sc_hd__and3_1 | 5 |
| sky130_fd_sc_hd__nor4_1 | 2 |
[timing repair]
item / 4_1_cts / 5_1_grt
endpoints found under the setup margin: 0 / 3
hold buffers: 0 / 0
resized: 0 / 5
setup buffers: 0 / 0
Power and IR drop assume default switching activity.
